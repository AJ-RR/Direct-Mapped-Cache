$ cat flow/config.mk
export PLATFORM = sky130hd
export DESIGN_NAME = MainMemory
export DESIGN_NICKNAME = MainMemory
export VERILOG_FILES = /design/flow/design.v
export SDC_FILE = /design/flow/constraint.sdc
export NUM_CORES = 4
export LEC_CHECK = 1
export CORE_AREA = 10 10 91 91
export DIE_AREA = 0 0 101 101
$ cat flow/constraint.sdc
current_design MainMemory

set clk_period 1.0
set clk_io_pct 0.2

create_clock -name clk0 -period $clk_period [get_ports {clk}]

set non_clock_inputs [all_inputs -no_clocks]
set_input_delay [expr $clk_period * $clk_io_pct] -clock clk0 $non_clock_inputs
set_output_delay [expr $clk_period * $clk_io_pct] -clock clk0 [all_outputs]
$ cat flow/design.v
module MainMemory(input clk,input [31:0] address,output reg [31:0] data);
always @(posedge clk)
begin
	data <= address;
end
endmodule
$ cat flow/run.sh
#!/bin/bash
# OpenROAD 26Q1-2900-gdf79404cd8, Yosys 0.63+post, stock flow scripts
make -C /OpenROAD-flow-scripts/flow DESIGN_CONFIG=/design/flow/config.mk WORK_HOME=/design/flow/orfs finish
==> results.txt <==
CORE AREA -> 6350 um^2
Outcome -> finished clean
Chip Area, Yosys -> 641 um^2
Simple Share, Synth -> 0
Hold_sp -> address[28]
Crit Path Class -> register to output port
Register with the most flip-flops -> data
Post-Route M1 WL -> 732 um
Setup TNS Final -> 0 ps
Syn. warnings -> 1
Routability cong. -> 0.704
XORs/XNORs by Area -> 0
Initial antenna violation count -> 0
Unique cell types -> 1
Relative slew margins -> 0.950
Worst Slack Setup Final -> 42.1 ps
DR DRC count -> 0
Yosys cell count -> 32
Max reg flops -> 32
Register share after synthesis -> 1.00
Critical Path, Cell by Cell -> clkdlybuf4s15_1
GRT Util Overall -> 0.0422
First-pass DRT Iterations -> 3
Cycle use final -> 0.958
CP arrival -> 760 ps
Worst path required time -> 800 ps
Fin crit period -> 958 ps
Vias -> 491
Multi-input gates -> 0
Place WS -> 4.69 ps
Crit. End Element -> output port
# hold bufs at CTS -> 0
Bufs on Longest Clock Path -> 2
Met2 WL -> 1.08 mm
CP max stage delay -> 310 ps
Remaining Overflow, GRT -> 0
Core Util at FP -> 0.101
LEAKAGE -> 0.587 nW
Postcts setup bufs -> 0
Endpoints failing hold -> 0
Metal3 WL -> 380 um
# clock sinks -> 32
CP Depth -> 1
# port buffers -> 64
Layout cells sized above 1 -> 0.385
P&R area growth vs syn -> 119%
# Max-Cap Violations -> 0
H-tree levels -> 2
Peak VDD IR -> 0.000770 V
FA/HA/MAJ Cells, Area Fraction -> 0
Die area -> 10200 um^2
Synth mux share -> 0
CP Buf/Inv Count -> 1
Top flop regs -> data x32
Slew at the pin with the worst max-slew slack -> 74.5 ps
RSZ-0062 raised after global routing -> false
Fmax -> 1040 MHz
Vias in the first global route -> 548
Syn_area_per_cell -> 20.0 um^2
#FFs+latches synth -> 32
Critical Path Slowest Stage Cell -> dfxtp_1
Root Buffer -> clkbuf_8
Clock transition at path regs -> 70 ps
Logic area -> 0 um^2
Hold Path Class -> input pin to register
Post-synthesis cell count -> 32
DRT iter0 DRCs -> 1
Global-route wire length before repair -> 3.29 mm
Wire per inst -> 12.4 um
Die Width -> 101 um
Slew Limit Fails -> 0
TritonCTS clock tree -> done
Largest net degree at the start of global routing -> 12
# setup viols final -> 0
Top Metal Used -> met4
Critical path launch point type -> register
Num ports -> 65
Die height -> 101 um
Log Warnings -> 25
Vias per cell -> 2.71
Power Density -> 1980 nW/um^2
ANT nets after route -> 0
Hold endpoint -> data[28]$_DFF_P_
CP delay by family, top -> flip-flops
Cell Rows -> 29
Number of diodes -> 0
Worst-path fanout max -> 1
Overall routed net length -> 2.24 mm
Hold Crit Depth -> 1
AND-OR/OR-AND share of the synthesized area -> 0
Inserted Clock Buffers -> 5
Mapped cell area -> 641 um^2
-- how the worst max path moves through the flow --
stage                     from  endpoint
global route  data[26]$_DFF_P_  data[26]
finish        data[26]$_DFF_P_  data[26]
CTS           data[23]$_DFF_P_  data[23]
-- layout by cell type (no fill, tap or decap) --
cell	n
dfxtp_2	12
clkbuf_8	5
dfxtp_1	20
bufinv_16	1
clkinvlp_4	1
buf_2	3
clkinv_2	1
clkdlybuf4s50_1	32
clkdlybuf4s15_1	12
clkbuf_2	17
-- cells in the mapped netlist --
library cell / n / area (um^2)
dfxtp_1: 32 / 641
-- timing repair --
action	CTS	global route
pin swaps	0	0
gates cloned	0	0
setup endpoints to repair	32	19
gates resized	72	27
-- stage by stage --
step / power (mW) / instances / instance area (um^2) / hold WS (ps) / util
detailed placement: 1.63 / 173 / 1380 / 652 / 0.217
global route: 2.92 / 181 / 1400 / 332 / 0.221
global placement: 1.63 / 173 / 1380 / 650 / 0.217
finish: 2.78 / 181 / 1400 / 341 / 0.221
floorplan: 1.37 / 32 / 641 / 228 / -
CTS: 2.87 / 181 / 1480 / 338 / 0.233
-- routing by layer --
layer  up-vias  GRT usage
li1        238          -
met1       213     0.0412
met3         5     0.0360
met4         0    0.00857
met5         -          0
met2        35     0.0673
-- power by group --
| part | total [mW] | switching, mW | internal, mW |
|---|---|---|---|
| registers | 1.36 | 0.0154 | 1.35 |
| clock network | 1.22 | 0.488 | 0.737 |
| logic | 0.188 | 0.0265 | 0.162 |
| total | 2.78 | 0.530 | 2.25 |
-- area by class of cell --
class	instances	area (um^2)
sequential	32	656
fill	677	4950
tap	77	96.3
clock inverter	3	42.5
clock buffer	5	68.8
timing repair buffer	64	541
-- cells by family after synthesis --
group,count (synthesis)
flops,32
No activity file was given, so power comes from the tool's default toggle rates.
